==> flow/config.mk <==
export PLATFORM = sky130hd
export DESIGN_NAME = counter_4bit
export DESIGN_NICKNAME = counter_4bit
export VERILOG_FILES = /design/flow/design.v
export SDC_FILE = /design/flow/constraint.sdc
export NUM_CORES = 4
export LEC_CHECK = 1
export CORE_AREA = 10 10 70 70
export DIE_AREA = 0 0 80 80
==> flow/constraint.sdc <==
current_design counter_4bit

set clk_period 1.0
set clk_io_pct 0.2

create_clock -name clk0 -period $clk_period [get_ports {clock}]

set non_clock_inputs [all_inputs -no_clocks]
set_input_delay [expr $clk_period * $clk_io_pct] -clock clk0 $non_clock_inputs
set_output_delay [expr $clk_period * $clk_io_pct] -clock clk0 [all_outputs]
==> flow/design.v <==
module counter_4bit(
    input clock,
    input reset,
    input enable,
    output [3:0] counter_out
);
reg [3:0] counter_out;
always @(posedge clock)
begin:COUNTER
    if(reset) begin
         counter_out <= 4'b0000;
    end
    else if (enable) begin
        counter_out <= counter_out + 1;
    end
end
endmodule
==> flow/run.sh <==
#!/bin/bash
# OpenROAD 26Q1-2900-gdf79404cd8, Yosys 0.63+post, stock flow scripts
make -C /OpenROAD-flow-scripts/flow DESIGN_CONFIG=/design/flow/config.mk WORK_HOME=/design/flow/orfs finish
==> run_results.csv <==
group,metric,value,unit
drt,detail_route.iter0.violations,1,
layout,seq_cell_area,85.1,sq um
layout,top_register,"counter_out",
synthesis,top_area_cell,"sky130_fd_sc_hd__dfxtp_1",
die,ioPinCount,7,
grt,grt_overflow_total,0,
cts,cts-root-buf,"sky130_fd_sc_hd__clkbuf_4",
layout,post-route-util,12.9,%
layout,layout_cells_sized_above_1,64.7,%
timing,layout_min_cycle_time,1030,ps
drt,overall_routed_net_length,576,microns
outcome,outcome,"complete, but fails checks",
placement,place_inst,74,
drt,post_drt_via_cell_ratio,2.28,
setup_path,worst_setup_path_start_kind,"register",
setup_path,worst_r2r_path_depth,4,
timing,worst_slack,-34.8,ps
setup_path,cp_cell_sequence,"buf_6 -> buf_6 -> nand4_4 -> mux2_4",
placement,dp_hpwl,405,microns
timing,tightest_slew,182,ps
timing,setup_viol,1,
synthesis,syn_inst_count,16,
setup_path,worstPathRequired,1120,ps
drt,num_antenna_cells,0,
drt,detail_route.wl_per_cell,7.20,microns
timing,min_period_over_period,103,%
drt,wl_met3,108,microns
grt,first_pass_grt_wire_length,931,microns
drt,detail_route.wirelength.met1,251,microns
cts,cts_htree_levels,1,
drt,vias,182,
layout,largest_register_ff_count,4,
cts,cts_tree,"built",
timing,rsz0062_at_grt,"true",
placement,io_buffers,6,
setup_path,critical_path.max_fanout,2,
cts,clock_path_buffers,2,
run,warning_count,27,
synthesis,synth-edff-count,0,
setup_path,slowest_delay,330,ps
setup_path,timing_worst_setup_path_type,"reg2reg",
synthesis,synth_top_cell_by_count,"sky130_fd_sc_hd__dfxtp_1",
synthesis,ff_type,"sky130_fd_sc_hd__dfxtp_1",
layout,layout-area-overhead-vs-synth,146,%
setup_path,cp.arrival,1150,ps
die,die_x,80,microns
cts,clock_latency,230,ps
hold_path,worstHoldPathType,"in2reg",
hold_path,timing.hold.worst_path_depth,3,
synthesis,ys.warnings.count,1,
synthesis,syn_area,179,sq um
drt,met2WireLength,216,microns
synthesis,synthTopCellsByArea,"sky130_fd_sc_hd__dfxtp_1 45%, sky130_fd_sc_hd__mux2_4 8.4%, sky130_fd_sc_hd__ha_1 7.0%",
power_and_ir_drop,powerDensity,1110,mW/mm^2
timing,max_freq,0.966,GHz
outcome,failing_checks,"setup timing",
synthesis,post_synth_num_cell_types,11,
die,die-area,0.00640,sq mm
synthesis,ys_seq_elements,4,
grt,grt_pass1_vias,217,
die,die-height,80,microns
timing,final_hold_viols,0,
synthesis,ys_top_cells_by_count,"4 x sky130_fd_sc_hd__dfxtp_1, 3 x sky130_fd_sc_hd__nor2_1",
die,fp-row-count,21,
layout,reg.largest.list,"counter_out: 4 flops",
synthesis,synth-cells-yosys,16,
cts,cts.sink_count,4,
setup_path,worst_path_max_delay_cell,"sky130_fd_sc_hd__dfxtp_2",
cts,numCtsBuffers,3,
synthesis,synth_async_sr_flop_share,0,%
grt,grt_start_max_net_pins,5,
synthesis,yosys.stat.seqShare,44.8,%
cts,path_clk_slew,40,ps
timing,maxSlewViolCount,0,
drt,drtPass1Iterations,2,
placement,gpl_wtd_cong,0.661,
drt,drt_drc_violations_left,0,
power_and_ir_drop,static_power_due_to_leakage,0.187,nW
timing,clock-skew-final,0.657,ps
setup_path,cell_with_the_most_instances_on_the_worst_path,"sky130_fd_sc_hd__buf_6",
run,max_cap_viol_count,0,
synthesis,synth_area_per_cell,11.2,sq um
drt,top_signal_layer_used,"met3",
synthesis,yosys-stat-area,179,sq um
setup_path,critical_path.endpoint_type,"register",
grt,grt_use_total,1.85,%
die,core,0.00342,sq mm
layout,final.fill_count,389,
synthesis,post-synth-top-area-fraction,44.8,%
layout,layoutNonFillerInstCount,80,
grt,number_of_antenna_violations_at_the_first_check_in_global_routing,0,
die,initCoreUtil,5.24,%
layout,multiInputGateArea,131,sq um
timing,slew_headroom,87.9,%
power_and_ir_drop,max-vdd-ir-drop,235,uV
drt,drt_antenna_net_count,0,
-- stage by stage --
step	setup slack [ps]	area [sq um]	total power [mW]	setup TNS [ps]	hold WS, ps
5_1_grt	-62.5	440	0.533	-98.5	383
2_1_floorplan	113	179	0.197	0	269
3_5_place_dp	-246	342	0.251	-855	600
4_1_cts	-18.7	410	0.485	-44.0	620
3_3_place_gp	-247	342	0.250	-843	610
6_report	-34.8	440	0.490	-34.8	384
-- logic make-up after synthesis --
| kind of cell | synth area share, % |
|---|---|
| muxes | 14.0 |
| adders and majority gates | 6.99 |
| xor gates and xnor gates | 4.90 |
| and+or+nand+nor | 21.0 |
| AOI/OAI and AO/OA | 8.39 |
| DFF | 44.8 |
-- area by class of cell --
cell class	count	area share, %
Multi-Input combinational cell	12	29.8
Timing Repair Buffer	15	32.7
Sequential cell	4	19.3
Clock buffer	3	5.11
Tap cell	46	13.1
-- power breakdown --
part           total [mW]  switching [mW]  internal, mW
Combinational       0.107          0.0403        0.0669
Sequential          0.177         0.00638         0.171
Clock               0.206          0.0712         0.135
Total               0.490           0.118         0.373
-- worst max-delay path: cells and delay by family, from the launching register on --
| kind | cells | cell delay (ps) |
|---|---|---|
| muxes | 1 | 300 |
| and+or+nand+nor | 1 | 80 |
| buffers and inverters | 2 | 210 |
| DFF | 1 | 330 |
-- repair_timing --
action	CTS	global route
resized	14	7
buffers inserted	3	0
hold buffers	0	0
pin swaps	1	1
setup endpoints to repair	6	6
-- cell usage in the layout (no fill, tap or decap), types with 3 or more instances in the layout --
master,instances
sky130_fd_sc_hd__buf_4,5
sky130_fd_sc_hd__buf_6,4
sky130_fd_sc_hd__clkdlybuf4s15_1,3
sky130_fd_sc_hd__nor2_1,3
sky130_fd_sc_hd__dfxtp_2,4
sky130_fd_sc_hd__clkbuf_4,3
-- final timing paths --
path	start	end	slack (ps)
worst min register to register	counter_out[1]	counter_out[1]	630
worst max register to register	counter_out[0]	counter_out[3]	-30
worst min-delay path	enable	counter_out[3]	380
worst max-delay path	counter_out[0]	counter_out[3]	-30
-- per-layer routing --
| metal | vias to the layer above | track usage [%] |
|---|---|---|
| met5 | - | 0 |
| met2 | 7 | 2.41 |
| li1 | 92 | - |
| met4 | 0 | 0.704 |
| met1 | 83 | 2.00 |
| met3 | 0 | 1.82 |
No activity file was given, so power comes from the tool's default toggle rates.
