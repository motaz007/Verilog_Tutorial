==> /design/flow/design.v <==
module ram_dp_sr_sw (
clk       ,  
address_0 ,  
data_0    ,  
cs_0      ,  
we_0      ,  
oe_0      ,  
address_1 ,  
data_1    ,  
cs_1      ,  
we_1      ,  
oe_1         
); 
parameter data_0_WIDTH = 8 ;
parameter ADDR_WIDTH = 8 ;
parameter RAM_DEPTH = 1 << ADDR_WIDTH;
input clk;
input [ADDR_WIDTH-1:0] address_0 ;
input cs_0 ;
input we_0 ;
input oe_0 ; 
input [ADDR_WIDTH-1:0] address_1 ;
input cs_1 ;
input we_1 ;
input oe_1 ; 
inout [data_0_WIDTH-1:0] data_0 ; 
inout [data_0_WIDTH-1:0] data_1 ;
reg [data_0_WIDTH-1:0] data_0_out ; 
reg [data_0_WIDTH-1:0] data_1_out ;
reg [data_0_WIDTH-1:0] mem [0:RAM_DEPTH-1];
always @ (posedge clk)
begin : MEM_WRITE
  if ( cs_0 && we_0 ) begin
     mem[address_0] <= data_0;
  end else if (cs_1 && we_1) begin 
     mem[address_1] <= data_1;
  end
end
assign data_0 = (cs_0 && oe_0 && !we_0) ? data_0_out : 8'bz; 
always @ (posedge clk)
begin : MEM_READ_0
  if (cs_0 && !we_0 && oe_0) begin
    data_0_out <= mem[address_0]; 
  end else begin
    data_0_out <= 0; 
  end  
end 
assign data_1 = (cs_1 && oe_1 && !we_1) ? data_1_out : 8'bz; 
always @ (posedge clk)
begin : MEM_READ_1
  if (cs_1 && !we_1 && oe_1) begin
    data_1_out <= mem[address_1]; 
  end else begin
    data_1_out <= 0;
  end
end
endmodule  
module syn_ram_fifo (
clk      ,  
rst      ,  
wr_cs    ,  
rd_cs    ,  
data_in  ,  
rd_en    ,  
wr_en    ,  
data_out ,  
empty    ,  
full        
);    
parameter DATA_WIDTH = 8;
parameter ADDR_WIDTH = 8;
parameter RAM_DEPTH = (1 << ADDR_WIDTH);
input clk ;
input rst ;
input wr_cs ;
input rd_cs ;
input rd_en ;
input wr_en ;
input [DATA_WIDTH-1:0] data_in ;
output full ;
output empty ;
output [DATA_WIDTH-1:0] data_out ;
reg [ADDR_WIDTH-1:0] wr_pointer;
reg [ADDR_WIDTH-1:0] rd_pointer;
reg [ADDR_WIDTH :0] status_cnt;
reg [DATA_WIDTH-1:0] data_out ;
wire [DATA_WIDTH-1:0] data_ram ;
assign full = (status_cnt == (RAM_DEPTH-1));
assign empty = (status_cnt == 0);
always @ (posedge clk or posedge rst)
begin : WRITE_POINTER
  if (rst) begin
    wr_pointer <= 0;
  end else if (wr_cs && wr_en ) begin
    wr_pointer <= wr_pointer + 1;
  end
end
always @ (posedge clk or posedge rst)
begin : READ_POINTER
  if (rst) begin
    rd_pointer <= 0;
  end else if (rd_cs && rd_en ) begin
    rd_pointer <= rd_pointer + 1;
  end
end
always  @ (posedge clk or posedge rst)
begin : READ_DATA
  if (rst) begin
    data_out <= 0;
  end else if (rd_cs && rd_en ) begin
    data_out <= data_ram;
  end
end
always @ (posedge clk or posedge rst)
begin : STATUS_COUNTER
  if (rst) begin
    status_cnt <= 0;
  end else if ((rd_cs && rd_en) && !(wr_cs && wr_en) 
                && (status_cnt != 0)) begin
    status_cnt <= status_cnt - 1;
  end else if ((wr_cs && wr_en) && !(rd_cs && rd_en) 
               && (status_cnt != RAM_DEPTH)) begin
    status_cnt <= status_cnt + 1;
  end
end 
ram_dp_sr_sw #(DATA_WIDTH,ADDR_WIDTH)DP_RAM (
 .clk      (clk) ,  
.address_0 (wr_pointer) ,  
.data_0    (data_in)    ,  
.cs_0      (wr_cs)      ,  
.we_0      (wr_en)      ,  
.oe_0      (1'b0)       ,  
.address_1 (rd_pointer) ,  
.data_1    (data_ram)   ,  
.cs_1      (rd_cs)      ,  
.we_1      (1'b0)       ,  
.oe_1      (rd_en)         
);     
endmodule
==> /design/flow/run.sh <==
#!/bin/bash
# OpenROAD 26Q1-2900-gdf79404cd8, Yosys 0.63+post, stock flow scripts
make -C /OpenROAD-flow-scripts/flow DESIGN_CONFIG=/design/flow/config.mk WORK_HOME=/design/flow/orfs finish
==> /design/flow/config.mk <==
export PLATFORM = sky130hd
export DESIGN_NAME = syn_ram_fifo
export DESIGN_NICKNAME = syn_ram_fifo
export VERILOG_FILES = /design/flow/design.v
export SDC_FILE = /design/flow/constraint.sdc
export NUM_CORES = 4
export LEC_CHECK = 1
export CORE_AREA = 10 10 73 73
export DIE_AREA = 0 0 83 83
==> /design/flow/constraint.sdc <==
current_design syn_ram_fifo

set clk_period 4.6
set clk_io_pct 0.2

create_clock -name clk0 -period $clk_period [get_ports {clk}]

set non_clock_inputs [all_inputs -no_clocks]
set_input_delay [expr $clk_period * $clk_io_pct] -clock clk0 $non_clock_inputs
set_output_delay [expr $clk_period * $clk_io_pct] -clock clk0 [all_outputs]
==> out/qor.yml <==
ys_ff: 9
ys_sh_adder_pct: 11.83
top_logic_kind: "AND-OR/OR-AND gates"
muxShareOfSynthArea_pct: 14.03
lastStage: "synthesis"
ys_sh_simple_pct: 10.59
xor_share_pct: 5.777
postSynthSeqShare_pct: 24.76
compound_area_share_pct: 18.57
stop_error: "ERROR: Found 8 problems in 'check -assert'."
synth.distinct_cells: 29
yosysWarnings: 4
outcome: "stopped before the end"
synth_stat.cells: 88
ys_area_um2: 909.6
## synthesized netlist by cell type
library cell | number | area share [%]
a211oi_1 | 2 | 1.7
a21o_1 | 4 | 3.3
a21oi_1 | 6 | 3.3
a2bb2oi_4 | 1 | 2.9
a31oi_1 | 1 | 0.69
buf_4 | 16 | 13
conb_1 | 1 | 0.41
dfrtp_1 | 9 | 25
fa_1 | 1 | 2.2
ha_1 | 7 | 9.6
inv_1 | 2 | 0.83
mux2_4 | 7 | 12
mux4_2 | 1 | 2.5
nand2_1 | 2 | 0.83
nand3_1 | 4 | 2.2
nand4b_1 | 1 | 0.96
nor2_1 | 2 | 0.83
nor3_1 | 1 | 0.55
nor3_4 | 1 | 1.8
nor4_1 | 2 | 1.4
o2111ai_1 | 1 | 0.96
o211a_1 | 1 | 1.1
o211ai_1 | 3 | 2.5
o21ai_0 | 3 | 1.7
o21ai_1 | 1 | 0.55
or4_1 | 1 | 0.83
or4_4 | 1 | 1.2
xnor2_1 | 3 | 2.9
xor2_1 | 3 | 2.9
## logic make-up after synthesis
| family | count (synthesis) |
|---|---|
| muxes | 8 |
| buffers and inverters | 18 |
| DFF | 9 |
| AOI/OAI and AO/OA | 23 |
| other | 1 |
| and+or+nand+nor | 15 |
| xor gates and xnor gates | 6 |
| adders and majority gates | 8 |
